$ cat design.v
module csm_1bit(
    input logic x_i,
    input logic y_i,
    input logic b_i,
    input logic os_i,
    output logic b_o,
    output logic d_o
);
    assign b_o = (~x_i & y_i) | (b_i & ~(x_i ^ y_i));
    assign d_o = (os_i & x_i) | (~os_i & (x_i ^ y_i ^ b_i));
endmodule : csm_1bit
module csm_5bit(
    input logic [4:0] x5bit_i,
    input logic [4:0] y5bit_i,
    input logic b5bit_i,
    input logic sel_i,
    output logic b5bit_o,
    output logic [4:0] d5bit_o
);
    logic b5bit_1;
    logic b5bit_2;
    logic b5bit_3;
    logic b5bit_4;
    csm_1bit csm_0(
        .x_i  (x5bit_i[0]),
        .y_i  (y5bit_i[0]),
        .b_i  (b5bit_i),
        .os_i (sel_i),
        .b_o  (b5bit_1),
        .d_o  (d5bit_o[0])
    );
    csm_1bit csm_1(
        .x_i  (x5bit_i[1]),
        .y_i  (y5bit_i[1]),
        .b_i  (b5bit_1),
        .os_i (sel_i),
        .b_o  (b5bit_2),
        .d_o  (d5bit_o[1])
    );
    csm_1bit csm_2(
        .x_i  (x5bit_i[2]),
        .y_i  (y5bit_i[2]),
        .b_i  (b5bit_2),
        .os_i (sel_i),
        .b_o  (b5bit_3),
        .d_o  (d5bit_o[2])
    );
    csm_1bit csm_3(
        .x_i  (x5bit_i[3]),
        .y_i  (y5bit_i[3]),
        .b_i  (b5bit_3),
        .os_i (sel_i),
        .b_o  (b5bit_4),
        .d_o  (d5bit_o[3])
    );
    csm_1bit csm_4(
        .x_i  (x5bit_i[4]),
        .y_i  (y5bit_i[4]),
        .b_i  (b5bit_4),
        .os_i (sel_i),
        .b_o  (b5bit_o),
        .d_o  (d5bit_o[4])
    );
endmodule : csm_5bit
module div_8bit(
    input logic [7:0] dividend_i,
    input logic [3:0] divisor_i,
    output logic [7:0] quotient_o,
    output logic [4:0] remainder_o
);
    logic tmp_sel_0,tmp_sel_1,tmp_sel_2,tmp_sel_3,tmp_sel_4,tmp_sel_5,tmp_sel_6,tmp_sel_7;
    logic [4:0] tmp_d0,tmp_d1,tmp_d2,tmp_d3,tmp_d4,tmp_d5,tmp_d6,tmp_d7;
    csm_5bit row_01(
        .x5bit_i  ({4'b0,dividend_i[7]}),
        .y5bit_i  ({1'b0,divisor_i[3:0]}),
        .b5bit_i  (1'b0),
        .sel_i    (tmp_sel_0),
        .b5bit_o  (tmp_sel_0),
        .d5bit_o  (tmp_d0)
    );
    csm_5bit row_02(
        .x5bit_i  ({tmp_d0[3:0],dividend_i[6]}),
        .y5bit_i  ({1'b0,divisor_i[3:0]}),
        .b5bit_i  (1'b0),
        .sel_i    (tmp_sel_1),
        .b5bit_o  (tmp_sel_1),
        .d5bit_o  (tmp_d1)
    );
    csm_5bit row_03(
        .x5bit_i  ({tmp_d1[3:0],dividend_i[5]}),
        .y5bit_i  ({1'b0,divisor_i[3:0]}),
        .b5bit_i  (1'b0),
        .sel_i    (tmp_sel_2),
        .b5bit_o  (tmp_sel_2),
        .d5bit_o  (tmp_d2)
    );
    csm_5bit row_04(
        .x5bit_i  ({tmp_d2[3:0],dividend_i[4]}),
        .y5bit_i  ({1'b0,divisor_i[3:0]}),
        .b5bit_i  (1'b0),
        .sel_i    (tmp_sel_3),
        .b5bit_o  (tmp_sel_3),
        .d5bit_o  (tmp_d3)
    );
    csm_5bit row_05(
        .x5bit_i  ({tmp_d3[3:0],dividend_i[3]}),
        .y5bit_i  ({1'b0,divisor_i[3:0]}),
        .b5bit_i  (1'b0),
        .sel_i    (tmp_sel_4),
        .b5bit_o  (tmp_sel_4),
        .d5bit_o  (tmp_d4)
    );
    csm_5bit row_06(
        .x5bit_i  ({tmp_d4[3:0],dividend_i[2]}),
        .y5bit_i  ({1'b0,divisor_i[3:0]}),
        .b5bit_i  (1'b0),
        .sel_i    (tmp_sel_5),
        .b5bit_o  (tmp_sel_5),
        .d5bit_o  (tmp_d5)
    );
    csm_5bit row_07(
        .x5bit_i  ({tmp_d5[3:0],dividend_i[1]}),
        .y5bit_i  ({1'b0,divisor_i[3:0]}),
        .b5bit_i  (1'b0),
        .sel_i    (tmp_sel_6),
        .b5bit_o  (tmp_sel_6),
        .d5bit_o  (tmp_d6)
    );
    csm_5bit row_08(
        .x5bit_i  ({tmp_d6[3:0],dividend_i[0]}),
        .y5bit_i  ({1'b0,divisor_i[3:0]}),
        .b5bit_i  (1'b0),
        .sel_i    (tmp_sel_7),
        .b5bit_o  (tmp_sel_7),
        .d5bit_o  (tmp_d7)
    );
    assign quotient_o  = {~tmp_sel_0,~tmp_sel_1,~tmp_sel_2,~tmp_sel_3,~tmp_sel_4,~tmp_sel_5,~tmp_sel_6,~tmp_sel_7};
    assign remainder_o = tmp_d7;
endmodule : div_8bit
$ cat config.mk
export PLATFORM = sky130hd
export DESIGN_NAME = div_8bit
export DESIGN_NICKNAME = div_8bit
export VERILOG_FILES = /design/flow/design.v
export SDC_FILE = /design/flow/constraint.sdc
export NUM_CORES = 4
export LEC_CHECK = 1
export CORE_AREA = 10 10 82 82
export DIE_AREA = 0 0 92 92
$ cat run.sh
#!/bin/bash
# OpenROAD 26Q1-2900-gdf79404cd8, Yosys 0.63+post, stock flow scripts
make -C /OpenROAD-flow-scripts/flow DESIGN_CONFIG=/design/flow/config.mk WORK_HOME=/design/flow/orfs finish
$ cat constraint.sdc
current_design div_8bit

set clk_period 25.7
set clk_io_pct 0.2

create_clock -name clk0 -period $clk_period

set non_clock_inputs [all_inputs -no_clocks]
set_input_delay [expr $clk_period * $clk_io_pct] -clock clk0 $non_clock_inputs
set_output_delay [expr $clk_period * $clk_io_pct] -clock clk0 [all_outputs]
==> results.yml <==
# physical design summary
final_layout:
  area_growth_pct: 26.4
  final_cells: 231
  nFillCells: 547
  drive_gt1_share_pct: 14.9
  design.seq.count: 0
  clockBufferCount: 0
  final_cell_mix: "inv_1, clkdlybuf4s50_1, fa_1"
  mostFrequentLayoutCell: "inv_1"
  seq_area_um2: 0
  fin_util_pct: 32.1
  final_cell_area_um2: 1630
global_routing:
  track_usage_pct: 5.97
  grt_pass1_wl_mm: 4.39
  first_global_vias: 981
  antenna_found_initial: 0
  grtUsageMet2_pct: 10.6
  grt-ovfl-total: 0
  grt-busiest-layer: "met2"
  use_met3_pct: 1.24
  use_met1_pct: 7.76
  grt_start_max_net_pins: 11
placed_design:
  place_area_um2: 1580
  dp_slack_ps: 804
  finalWeightedCongestion: 0.792
  dp.cells: 225
  hpwlAfterDp_mm: 2.26
  port-buffer-count: 25
hold_path:
  holdPathEnd: "remainder_o[0]"
  hold_path.class: "input port to output pin"
  whs_path_depth: 4
  worstHoldStart: "dividend_i[0]"
sta:
  setup_violations: 0
  fmax_mhz: 40.6
  layout_setup_ws_ps: 1080
  period_used_pct: 95.8
  rsz0062_at_grt: "no"
  fin_crit_ps: 24620
  fin_tns_setup_ps: 0
  finalHoldViolations: 0
  maxSlewHeadroom_pct: 61.9
  worst_slew_pin_slew_ps: 570
  final_max_slew_viol_count: 0
worst_setup_path:
  cp.buffers_inverters: 9
  cp-end-kind: "output pin"
  slowest_delay_ps: 690
  start_kind: "input port"
  arrival_ps: 19480
  path_common_cell: "fa_1"
  cp_max_fo: 10
  crit_slowest_cell: "clkdlybuf4s50_1"
  required_ps: 20560
  crit_family: "adder cells"
  critPathKind: "input port to output pin"
yosys:
  synth_cells: 136
  ys_cells: 136
  avgSynthCellArea_um2: 9.48
  ys_types: 36
  ys_chip_area_um2: 1290
  synth_seq_share_pct: 0
  synth_area_um2: 1290
  yosys_warnings: 0
detailed_routing:
  via_per_inst: 4.28
  antenna_left: 0
  routed_wl_mm: 2.44
  routedWlPerCell_um: 10.6
  first_pass_iters: 4
  drt_iter0_drc: 20
  num_antenna_cells: 0
  drcViolationCount: 0
  vias: 988
power_and_ir_drop:
  p_leak_nw: 0.704
  peakVddDrop_mv: 0.0727
  p_per_area_nw_per_um2: 135
floorplan:
  design.die.area_um2: 8460
  core_um2: 5070
  die_y_um: 92
  fp-row-count: 26
  initCoreUtil_pct: 25.4
  fp.dieW_um: 92
  ios: 25
run:
  drv_cap: 0
  warning_count: 32
run_status:
  status: "finished clean"
tightest hold or removal path, delay by kind of cell:
| family | cells | cell delay, ps |
|---|---|---|
| buf+inv | 3 | 860 |
| mux | 1 | 70 |
logic make-up (layout without fill, tap and decap cells):
family / count (synthesis) / count (layout) / synth area share, %
fa+ha+maj: 32 / 32 / 42.7
xor+xnor: 1 / 1 / 0.680
simple gates: 28 / 28 / 10.9
buf+inv: 36 / 61 / 12.8
compound gates: 21 / 21 / 15.4
mux: 18 / 18 / 17.5
cell usage after synthesis, types with 2 or more instances:
library cell / instances / area share [%]
nand2_1: 11 / 3.2
o21ai_0: 2 / 0.78
nand4b_1: 3 / 2.0
mux2i_1: 9 / 7.0
nor2_1: 8 / 2.3
a21oi_1: 3 / 1.2
mux2_2: 4 / 3.5
ha_1: 12 / 12
mux2i_4: 2 / 3.5
mux2_4: 3 / 3.5
buf_4: 6 / 3.5
inv_1: 29 / 8.4
fa_1: 20 / 31
o2111ai_1: 2 / 1.4
power breakdown:
group	leakage, nW	switching [W]	internal [W]
Clock	0	0	0
Sequential	0	0	0
Combinational	0.704	0.0000903	0.000130
final cells by class:
type | instances | area (um^2) | share of cell area [%]
inverter | 29 | 113 | 6.91
multi-input combinational | 100 | 1130 | 69.1
tap | 70 | 87.6 | 5.38
timing repair buffer | 32 | 303 | 18.6
metal layers:
metal	vias up	share of wire, %	wire length (um)
met4	0	0	0
met5	-	0	0
met1	459	48	1170
li1	509	-	-
met2	20	46	1120
met3	0	6.1	148
metrics by stage:
step                hold slack [ps]  total power [W]
global route                  11290         0.000251
finish                        11210         0.000221
global placement              11230         0.000224
floorplan                     10440         0.000169
CTS                           11230         0.000227
detailed placement            11230         0.000226
repair_timing:
action / 4_1_cts / 5_1_grt
hold buffers: 0 / 0
gates resized: 0 / 2
setup buffers: 0 / 6
setup endpoints to repair: 0 / 3
endpoints found under the hold margin: 0 / 0
worst max path at each step:
stage,from,end,slack [ps],cells after the start
final,divisor_i[0],remainder_o[1],1080,58
after global routing,divisor_i[0],remainder_o[1],60,58
after CTS,divisor_i[1],remainder_o[1],760,57
Power figures rest on the tool's default switching activity, not on a simulated workload.
