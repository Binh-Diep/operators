<file path="flow/run.sh">
#!/bin/bash
# OpenROAD 26Q1-2900-gdf79404cd8, Yosys 0.63+post, stock flow scripts
make -C /OpenROAD-flow-scripts/flow DESIGN_CONFIG=/design/flow/config.mk WORK_HOME=/design/flow/orfs finish
</file>
<file path="flow/config.mk">
export PLATFORM = sky130hd
export DESIGN_NAME = mul_4bit
export DESIGN_NICKNAME = mul_4bit
export VERILOG_FILES = /design/flow/design.v
export SDC_FILE = /design/flow/constraint.sdc
export NUM_CORES = 4
export LEC_CHECK = 1
export CORE_AREA = 10 10 70 70
export DIE_AREA = 0 0 80 80
</file>
<file path="flow/constraint.sdc">
current_design mul_4bit

set clk_period 4.3
set clk_io_pct 0.2

create_clock -name clk0 -period $clk_period

set non_clock_inputs [all_inputs -no_clocks]
set_input_delay [expr $clk_period * $clk_io_pct] -clock clk0 $non_clock_inputs
set_output_delay [expr $clk_period * $clk_io_pct] -clock clk0 [all_outputs]
</file>
<file path="flow/design.v">
module adder_4bit(
    input logic [3:0] M_4bit_i,
    input logic [3:0] N_4bit_i,
    input logic Cin_4bit_i,
    output logic Cout_4bit_o,
    output logic [3:0] sum_4bit_o
);
    logic tmp_carry_0;
    logic tmp_carry_1;
    logic tmp_carry_2;
    logic tmp_carry_3;
    logic tmp_carry_4;
    logic [3:0] tmp_sum;
    assign tmp_carry_0 = Cin_4bit_i;
    FA full_adder_01 (
    	.x_i (M_4bit_i[0]),
    	.y_i (N_4bit_i[0]),
    	.z_i (tmp_carry_0),
    	.s_o (tmp_sum[0]),
    	.c_o (tmp_carry_1)
    );
    FA full_adder_02 (
    	.x_i (M_4bit_i[1]),
    	.y_i (N_4bit_i[1]),
    	.z_i (tmp_carry_1),
    	.s_o (tmp_sum[1]),
    	.c_o (tmp_carry_2)
    );
    FA full_adder_03 (
    	.x_i (M_4bit_i[2]),
    	.y_i (N_4bit_i[2]),
    	.z_i (tmp_carry_2),
    	.s_o (tmp_sum[2]),
    	.c_o (tmp_carry_3)
    );
    FA full_adder_04 (
    	.x_i (M_4bit_i[3]),
    	.y_i (N_4bit_i[3]),
    	.z_i (tmp_carry_3),
    	.s_o (tmp_sum[3]),
    	.c_o (tmp_carry_4)
    );
    assign sum_4bit_o = tmp_sum;
    assign Cout_4bit_o = tmp_carry_4;
endmodule : adder_4bit
module mul_4bit(
    input logic [3:0] operand_a_i,
    input logic [3:0] operand_b_i,
    output logic [7:0] mul_4_o
);
    logic [3:0] addend_01;
    logic [3:0] augend_01;
    logic [3:0] addend_02;
    logic [3:0] augend_02;
    logic [3:0] addend_03;
    logic [3:0] augend_03;
    logic [3:0] sum_add01;
    logic [3:0] sum_add02;
    adder_4bit AD1(
        .M_4bit_i    (addend_01),
        .N_4bit_i    (augend_01),
        .Cout_4bit_o (augend_02[3]),
        .sum_4bit_o  (sum_add01)
    );
    adder_4bit AD2(
        .M_4bit_i    (addend_02),
        .N_4bit_i    (augend_02),
        .Cout_4bit_o (augend_03[3]),
        .sum_4bit_o  (sum_add02) 
    );
    adder_4bit AD3(
        .M_4bit_i    (addend_03),
        .N_4bit_i    (augend_03),
        .Cout_4bit_o (mul_4_o[7]),
        .sum_4bit_o  (mul_4_o[6:3]) 
    );
    assign addend_01      = {operand_a_i[1] & operand_b_i[3],operand_a_i[1] & operand_b_i[2],operand_a_i[1] & operand_b_i[1],operand_a_i[1] & operand_b_i[0]};
    assign augend_01[3:0] = {1'b0,operand_a_i[0] & operand_b_i[3],operand_a_i[0] & operand_b_i[2],operand_a_i[0] & operand_b_i[1]};
    assign addend_02      = {operand_a_i[2] & operand_b_i[3],operand_a_i[2] & operand_b_i[2],operand_a_i[2] & operand_b_i[1],operand_a_i[2] & operand_b_i[0]};
    assign augend_02[2:0] = sum_add01[3:1];
    assign addend_03      = {operand_a_i[3] & operand_b_i[3],operand_a_i[3] & operand_b_i[2],operand_a_i[3] & operand_b_i[1],operand_a_i[3] & operand_b_i[0]};
    assign augend_03[2:0] = sum_add02[3:1];
    assign mul_4_o[0]     = operand_a_i[0] & operand_b_i[0];
    assign mul_4_o[1]     = sum_add01[0];
    assign mul_4_o[2]     = sum_add02[0];
endmodule : mul_4bit
module FA(
    input logic x_i,
    input logic y_i,
    input logic z_i,
    output logic s_o,
    output logic c_o
);
    logic sum;
    logic carry;
    always_comb begin
        sum   = ((x_i ^ y_i) ^ z_i);
        carry = (x_i & y_i) | ((x_i ^ y_i) & z_i);
    end
    assign s_o = sum;
    assign c_o = carry;
endmodule : FA
</file>
==> flow_metrics.env <==
# implementation run metrics
export IMPL_area_growth_pct=53.3
export IMPL_tool_warnings=35
export IMPL_placementRows=21
export IMPL_wire_per_inst_um=7.33
export IMPL_final_cell_mix="inv_2, fa_2, and2_1, buf_4"
export IMPL_place_area_um2=542
export IMPL_antenna_diode_count=0
export IMPL_yosysCellCount=43
export IMPL_layout_top_cell="inv_2"
export IMPL_nFillCells=392
export IMPL_core_um2=3420
export IMPL_overflow=0
export IMPL_drc=0
export IMPL_ant_nets=0
export IMPL_vias=276
export IMPL_die_area_um2=6400
export IMPL_rsz0062_at_grt="yes"
export IMPL_post_layout_nonfiller_instances=102
export IMPL_antenna_found_initial=0
export IMPL_dp_cells=101
export IMPL_violations="setup timing"
export IMPL_grt_pass1_vias=324
export IMPL_yosysWarnings=4
export IMPL_grt_max_degree=5
export IMPL_ios=16
export IMPL_syn_area_um2=359
export IMPL_clock_fmax_mhz=206
export IMPL_synth_cell_types=10
export IMPL_setup_ws_ns=-0.565
export IMPL_hold_start="operand_b_i[1]"
export IMPL_crit_required_ns=3.44
export IMPL_startpoint_type="primary input"
export IMPL_grt_pass1_wl_um=1440
export IMPL_end_kind="output pin"
export IMPL_die_w_um=80
export IMPL_postCtsHoldBufs=0
export IMPL_seq_cells=0
export IMPL_cp_arrival_ns=4.00
export IMPL_clock_buffers=0
export IMPL_crit_fanout=2
export IMPL_ir_worst_vdd_uv=16.7
export IMPL_dr_pass1_iters=2
export IMPL_total_power_w=0.0000562
export IMPL_hold_violations=0
export IMPL_dpl_hpwl_um=713
export IMPL_avgSynthCellArea_um2=8.35
export IMPL_grt_use_total_pct=2.62
export IMPL_die_y_um=80
export IMPL_place_ws_ns=-1.39
export IMPL_critPathKind="primary input to output pin"
export IMPL_synth_seq_share_pct=0
export IMPL_gp_congestion=0.703
export IMPL_fp_util_pct=10.5
export IMPL_status="finished, violations left"
export IMPL_yosys_stat_area_um2=359
export IMPL_seqCellArea_um2=0
export IMPL_drt_total_wl_um=748
export IMPL_hold_end="mul_4_o[4]"
export IMPL_cellPowerDensity_nw_per_um2=102
export IMPL_synth_cells=43
export IMPL_drive_gt1_share_pct=58.9
export IMPL_place_port_buffers=13
export IMPL_drv_cap=0
export IMPL_design_area_um2=551
export IMPL_final_max_slew_viol_count=0
export IMPL_vias_per_cell=2.71
export IMPL_dr_first_iter_drc_count=17
export IMPL_p_leak_nw=0.264
export IMPL_hp_class="primary input to output pin"
export IMPL_timing_final_crit_share_pct=113
export IMPL_setup_viol=3
export IMPL_min_period_ns=4.86
export IMPL_whs_path_depth=4
where the power goes:
| group | internal, W | switching, W |
|---|---|---|
| sequential | 0 | 0 |
| clock | 0 | 0 |
| combinational | 0.0000328 | 0.0000234 |
repair_timing:
item                       CTS  global route
hold endpoints to repair     0             0
setup endpoints to repair    4             4
pin swaps                    8             9
resized                     40            10
setup buffers                0             1
final cells by class:
class	count	area, um2	area share (%)
multi-input cells	27	294	53.4
repair buffers	18	158	28.6
well taps	46	57.6	10.5
inverters	11	41.3	7.50
metal layers:
layer  wire length, um  track usage (%)
met1               287             2.86
met2               418             5.38
met3                42            0.341
met4                 0                0
met5                 0                0
worst max path at each step:
| stage | cells past startpoint | startpoint | endpoint |
|---|---|---|---|
| 5_1_grt | 16 | operand_b_i[0] | mul_4_o[6] |
| 6_report | 14 | operand_b_i[3] | mul_4_o[6] |
| 4_1_cts | 16 | operand_b_i[0] | mul_4_o[6] |
kinds of logic (layout without fill, tap and decap cells):
logic type / after synthesis / count (layout) / share of synthesized area [%]
other cells: 1 / 3 / 1.04
simple gates: 15 / 15 / 24.7
buf+inv: 18 / 29 / 26.1
fa+ha+maj: 9 / 9 / 48.1
critical path, cell delays in order:
cell and delay, ns:
clkdlybuf4s50_1 0.47, nand2_1 0.07, fa_1 0.49, inv_2 0.04, fa_2 0.32, inv_2 0.06
fa_2 0.18, inv_2 0.04, fa_1 0.48, inv_2 0.04, fa_2 0.34, inv_2 0.06
fa_2 0.42, buf_2 0.12
synth_stat cells:
cell type  count  area share [%]
and4_1         1             2.4
nand2_1        4             4.2
and2_1         6              10
fa_1           8              45
conb_1         1             1.0
ha_1           1             3.5
inv_1         11              11
and2_2         2             4.2
buf_4          7              15
and3_1         2             3.5
stage by stage:
stage | TNS (ns) | hold WS (ns) | utilization [%]
6_report | -1.24 | 2.23 | 16.1
3_5_place_dp | -4.53 | 2.76 | 15.9
4_1_cts | -1.58 | 2.24 | 15.5
5_1_grt | -1.63 | 2.27 | 16.1
2_1_floorplan | -0.895 | 1.79 | -
3_3_place_gp | -4.39 | 2.76 | 15.9
Power is estimated from default activity; no workload was simulated.
