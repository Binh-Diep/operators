`design/flow/config.mk`:
```
export PLATFORM = sky130hd
export DESIGN_NAME = mul_8bit
export DESIGN_NICKNAME = mul_8bit
export VERILOG_FILES = /design/flow/design.v
export SDC_FILE = /design/flow/constraint.sdc
export NUM_CORES = 4
export LEC_CHECK = 1
export CORE_UTILIZATION = 40
```
`design/flow/constraint.sdc`:
```
current_design mul_8bit

set clk_period 2.9
set clk_io_pct 0.2

create_clock -name clk0 -period $clk_period [get_ports {clk_i}]

set non_clock_inputs [all_inputs -no_clocks]
set_input_delay [expr $clk_period * $clk_io_pct] -clock clk0 $non_clock_inputs
set_output_delay [expr $clk_period * $clk_io_pct] -clock clk0 [all_outputs]
```
`design/flow/design.v`:
```
module adder_4bit(
    input logic [3:0] M_4bit_i,
    input logic [3:0] N_4bit_i,
    input logic Cin_4bit_i,
    output logic Cout_4bit_o,
    output logic [3:0] sum_4bit_o
);
    logic tmp_carry_0;
    logic tmp_carry_1;
    logic tmp_carry_2;
    logic tmp_carry_3;
    logic tmp_carry_4;
    logic [3:0] tmp_sum;
    assign tmp_carry_0 = Cin_4bit_i;
    FA full_adder_01 (
    	.x_i (M_4bit_i[0]),
    	.y_i (N_4bit_i[0]),
    	.z_i (tmp_carry_0),
    	.s_o (tmp_sum[0]),
    	.c_o (tmp_carry_1)
    );
    FA full_adder_02 (
    	.x_i (M_4bit_i[1]),
    	.y_i (N_4bit_i[1]),
    	.z_i (tmp_carry_1),
    	.s_o (tmp_sum[1]),
    	.c_o (tmp_carry_2)
    );
    FA full_adder_03 (
    	.x_i (M_4bit_i[2]),
    	.y_i (N_4bit_i[2]),
    	.z_i (tmp_carry_2),
    	.s_o (tmp_sum[2]),
    	.c_o (tmp_carry_3)
    );
    FA full_adder_04 (
    	.x_i (M_4bit_i[3]),
    	.y_i (N_4bit_i[3]),
    	.z_i (tmp_carry_3),
    	.s_o (tmp_sum[3]),
    	.c_o (tmp_carry_4)
    );
    assign sum_4bit_o = tmp_sum;
    assign Cout_4bit_o = tmp_carry_4;
endmodule : adder_4bit
module adder_8bit(
    input logic [7:0] M_i,
    input logic [7:0] N_i,
    output logic [8:0] result_o
);
    logic tmp_cin;
    logic tmp_cout;
    assign tmp_cin = 0;
    adder_4bit full_adder_4bit_01 (
    	.M_4bit_i    (M_i[3:0]),
    	.N_4bit_i    (N_i[3:0]),
    	.Cin_4bit_i  (tmp_cin),
    	.Cout_4bit_o (tmp_cout),
    	.sum_4bit_o  (result_o[3:0])
    );
    adder_4bit full_adder_4bit_02 (
    	.M_4bit_i    (M_i[7:4]),
    	.N_4bit_i    (N_i[7:4]),
    	.Cin_4bit_i  (tmp_cout),
    	.Cout_4bit_o (result_o[8]),
    	.sum_4bit_o  (result_o[7:4])
    );
endmodule : adder_8bit
module brcomp(
    input logic [7:0] operand_a_i,
    input logic [7:0] operand_b_i,
    output logic less_o,
    output logic equal_o
);
    logic [8:0] tmp_value;
    sub_8bit substractor(
        .M_i      (operand_a_i),
        .N_i      (operand_b_i),
        .result_o (tmp_value)
    );
    always_comb begin
        if (tmp_value[8]) begin
            less_o = 1'b1;
            equal_o = 1'b0;
        end 
        else begin
            if (!(|tmp_value[7:0])) begin
                less_o = 1'b0;
                equal_o = 1'b1;
            end
            else begin
                less_o = 1'b0;
                equal_o = 1'b0;                
            end
        end
    end
endmodule : brcomp
module mul_8bit (
    input logic clk_i,
    input logic [4:0] M_i,
    input logic [4:0] N_i,
    output logic [7:0] result_o
);
    logic flag_less_load;
    logic flag_equal_load;
    logic flag_less_shift;
    logic flag_equal_shift;
    logic [5:0]  A_tmp;
    logic [5:0]  Q_tmp;
    logic [5:0]  M_tmp;
    logic [2:0]  count;
    logic [8:0]  sum_01;
    logic [12:0] REG;
    typedef enum logic [2:0] {
    	INIT     = 3'b000,
    	PRE_BOOT = 3'b001,
    	LOAD     = 3'b010,
    	SHIFT    = 3'b011,
    	UPLOAD   = 3'b100,
    	CALC     = 3'b101,
    	SEND     = 3'b110
    } state_e;
    state_e current_state;
    brcomp BR_LOAD(
        .operand_a_i ({5'h0,count}),
        .operand_b_i ({5'h0,3'b100}),
        .less_o      (flag_less_load),
        .equal_o     (flag_equal_load)
    );
    brcomp BR_SHIFT(
        .operand_a_i ({5'h0,count}),
        .operand_b_i ({5'h0,3'b000}),
        .less_o      (flag_less_shift),
        .equal_o     (flag_equal_shift)
    );
    adder_8bit ADD_CALC(
        .M_i      ({2'b0,A_tmp}), 
        .N_i      ({2'b0,M_tmp}), 
        .result_o (sum_01)
    );
    always_ff @(posedge clk_i) begin
        case (current_state)
            INIT: begin
                A_tmp <= 6'h0;
                Q_tmp <= 6'h0;
                M_tmp <= 6'h0;
                count <= 3'h0;
                current_state <= PRE_BOOT;
            end
            PRE_BOOT: begin
                M_tmp <= {1'b0,M_i};
                Q_tmp <= {1'b0,N_i};
                current_state <= LOAD;
            end
            LOAD: begin
                if (flag_less_load & (!flag_equal_load)) begin
                    REG[12:0] <= {A_tmp,Q_tmp,REG[0]};
                    current_state <= SHIFT;
                end
                else begin
                    current_state <= SEND;
                end
            end
            SHIFT: begin
                if ((!flag_less_shift) & (!flag_equal_shift)) begin
                    REG[12:0] <= (REG[12])?({2'b11,REG[12:2]}):({2'b00,REG[12:2]});
                    current_state <= UPLOAD;
                end
                else begin
                    current_state <= UPLOAD;
                end
            end
            UPLOAD: begin
                A_tmp <= REG[12:7];
                Q_tmp <= REG[6:1];
                current_state <= CALC;
            end
            CALC: begin
                case (REG[2:0])
                    3'b000,3'b111: begin
                        A_tmp <= (A_tmp + 6'h0);
                    end
                    3'b001,3'b010: begin
                        A_tmp <= sum_01[5:0];
                    end
                    3'b011: begin
                        A_tmp <= (A_tmp + {M_tmp[4:0],1'b0});
                    end
                    3'b100: begin
                        A_tmp <= (A_tmp + (~({M_tmp[4:0],1'b0}) + 1));
                    end
                    3'b101,3'b110: begin
                        A_tmp <= (A_tmp + (~(M_tmp) + 1));
                    end
                    default: A_tmp <= 6'h0;
                endcase
                count         <= (count + 1);
                current_state <= LOAD; 
            end
            SEND: begin
                result_o <= REG[8:1];
            end
            default: result_o <= 8'h00;
        endcase
    end
endmodule : mul_8bit
module FA(
    input logic x_i,
    input logic y_i,
    input logic z_i,
    output logic s_o,
    output logic c_o
);
    logic sum;
    logic carry;
    always_comb begin
        sum   = ((x_i ^ y_i) ^ z_i);
        carry = (x_i & y_i) | ((x_i ^ y_i) & z_i);
    end
    assign s_o = sum;
    assign c_o = carry;
endmodule : FA
module sub_4bit(
    input logic [3:0] M_4bit_i,
    input logic [3:0] N_4bit_i,
    input logic Cin_4bit_i,
    output logic Cout_4bit_o,
    output logic [3:0] sub_4bit_o
);
    logic tmp_carry_0;
    logic tmp_carry_1;
    logic tmp_carry_2;
    logic tmp_carry_3;
    logic tmp_carry_4;
    logic [3:0] tmp_sub;
    assign tmp_carry_0 = Cin_4bit_i;
    FA full_adder_01 (
    	.x_i (M_4bit_i[0]),
    	.y_i (N_4bit_i[0]),
    	.z_i (tmp_carry_0),
    	.s_o (tmp_sub[0]),
    	.c_o (tmp_carry_1)
    );
    FA full_adder_02 (
    	.x_i (M_4bit_i[1]),
    	.y_i (N_4bit_i[1]),
    	.z_i (tmp_carry_1),
    	.s_o (tmp_sub[1]),
    	.c_o (tmp_carry_2)
    );
    FA full_adder_03 (
    	.x_i (M_4bit_i[2]),
    	.y_i (N_4bit_i[2]),
    	.z_i (tmp_carry_2),
    	.s_o (tmp_sub[2]),
    	.c_o (tmp_carry_3)
    );
    FA full_adder_04 (
    	.x_i (M_4bit_i[3]),
    	.y_i (N_4bit_i[3]),
    	.z_i (tmp_carry_3),
    	.s_o (tmp_sub[3]),
    	.c_o (tmp_carry_4)
    );
    assign sub_4bit_o = tmp_sub;
    assign Cout_4bit_o = tmp_carry_4;
endmodule : sub_4bit
module sub_8bit(
    input logic [7:0] M_i,
    input logic [7:0] N_i,
    output logic [8:0] result_o
);
    logic tmp_cin;
    logic tmp_cout;
    logic tmp_cn;
    assign tmp_cin = 1;
    sub_4bit full_adder_4bit_01 (
    	.M_4bit_i    (M_i[3:0]),
    	.N_4bit_i    (~N_i[3:0]),
    	.Cin_4bit_i  (tmp_cin),
    	.Cout_4bit_o (tmp_cout),
    	.sub_4bit_o  (result_o[3:0])
    );
    sub_4bit full_adder_4bit_02 (
    	.M_4bit_i    (M_i[7:4]),
    	.N_4bit_i    (~N_i[7:4]),
    	.Cin_4bit_i  (tmp_cout),
    	.Cout_4bit_o (tmp_cn),
    	.sub_4bit_o  (result_o[7:4])
    );
    assign result_o[8] = ~tmp_cn & tmp_cin; 
endmodule : sub_8bit
```
`design/flow/run.sh`:
```
#!/bin/bash
# OpenROAD 26Q1-2900-gdf79404cd8, Yosys 0.63+post, stock flow scripts
make -C /OpenROAD-flow-scripts/flow DESIGN_CONFIG=/design/flow/config.mk WORK_HOME=/design/flow/orfs finish
```
==> flow_metrics.tcl <==
# yosys + openroad results
set metrics [dict create \
    status "complete, no violations" \
    finClkSkew_ns 0.006066 \
    rsz0062_at_grt "false" \
    port_buffers 8 \
    warning_count 36 \
    syn_inst 91 \
    syn_area_sq_um 1564 \
    wl_per_cell_microns 13.10 \
    drive_gt1_share_pct 18.69 \
    relSlewSlack_pct 44.56 \
    synth-seq-area-share_pct 75.52 \
    numCtsBuffers 5 \
    grt_use_total_pct 12.36 \
    peakVddDrop_uv 303.7 \
    grt_antenna_before_repair 0 \
    end_kind "flop" \
    drt-pass1-iter-count 3 \
    async_flop_share_pct 0 \
    wirelength_microns 2031 \
    synth-edff-count 36 \
    min_period_ns 1.984 \
    root_buffer "clkbuf_8" \
    gp_congestion 0.7553 \
    hold_viol 0 \
    cts_tree "done" \
    worstMarginPinSlew_ns 0.8247 \
    synth.distinct_cells 21 \
    fin_tns_setup_ns 0 \
    ff_type "edfxtp_1" \
    gr-total-overflow 0 \
    clock_sinks 41 \
    core_sq_um 3716 \
    yosys.area.top_type "edfxtp_1" \
    clock_latency_ns 0.29 \
    path_clk_slew_ns 0.08 \
    dr.first_iter.drc_count 22 \
    die_w_microns 64.53 \
    cp_max_fo 19 \
    fp-utilization_pct 42.09 \
    core.rowCount 22 \
    path_class "flop to flop" \
    insertedDiodeCount 0 \
    slew_viol_final 0 \
    die_y_microns 64.53 \
    top_area_share_pct 69.12 \
    worstPathArrival_ns 1.99 \
    ios 19 \
    synth_warnings 3 \
    setup_ws_ns 0.9155 \
    setup_viol 0 \
    power_density_nw_per_um2 635.2 \
    dpl.hpwl_microns 1266 \
    postSynthAreaPerCell_sq_um 17.19 \
    min_period_over_period_pct 68.43 \
    cts_max_level 2 \
    whs_ns 0.4821 \
    grt_pass1_wl_microns 3657 \
    min_path_type "flop to flop" \
    dp_slack_ns 0.9458 \
    grt_max_degree 20 \
    synthTopCellsByArea "edfxtp_1 (69%), dfxtp_1 (6.4%), mux2_2 (5.0%), and2_1 (3.6%), nor2b_1 (3.6%)" \
    cap_violations 0 \
    ys_chip_area_sq_um 1564 \
    fill_cells 323 \
    grt_pass1_vias 762 \
    timing.fmax_mhz 503.9 \
    synth-seq-cells 41 \
    via_count 731 \
    area_delta_synth_final_pct 17.04 \
    avgViaCountPerCell 4.716 \
    critical_path_required_ns 2.90 \
    clk_path_buf_depth 2 \
    drc 0 \
    die-area_sq_um 4164 \
    ant_nets 0 \
    cts_resized 0 \
    ctsHoldBuffers 0 \
    post_cts.repair.setup_buffers 0 \
    cellLeakagePower_nw 0.7378 \
    critPathLaunchType "flop" \
    yosysCellCount 91 \
]
## metal layers
layer | wire [microns] | up-vias | track usage (%)
li1 | - | 356 | -
met1 | 976 | 349 | 21.15
met2 | 903 | 21 | 17.24
met3 | 121 | 5 | 4.286
met4 | 29 | 0 | 1.389
met5 | 0 | - | 0
## cells in the final DEF (no fill, tap or decap), types with 2 or more instances in the layout
cell and instances:
edfxtp_1 36, and2_1 9, nor2b_1 9, clkdlybuf4s50_1 8
mux2_2 7, clkbuf_8 5, dfxtp_1 5, inv_1 4
nand2_1 2, o21ai_0 2, mux2_4 2, nor2_1 2
ha_1 2, bufinv_16 2, buf_4 2
## layout make-up
| cell class | count | area, sq um | share of cell area (%) |
|---|---|---|---|
| Multi-Input combinational cell | 44 | 345.3 | 18.87 |
| Sequential cell | 41 | 1181 | 64.52 |
| Inverter | 4 | 15.01 | 0.8202 |
| Clock inverter | 3 | 65.06 | 3.554 |
| Clock buffer | 5 | 68.82 | 3.759 |
| Timing Repair Buffer | 10 | 95.09 | 5.195 |
| Tap cell | 48 | 60.06 | 3.281 |
## where the power goes
part | switching [mW] | total (mW) | internal [mW]
registers | 0 | 0.631 | 0.631
clock network | 0.190 | 0.531 | 0.342
logic | 0 | 0.000000210 | 0
total | 0.190 | 1.16 | 0.973
## synth_stat cells, types with 2 or more instances
master	n
inv_1	4
and2_1	9
edfxtp_1	36
nor2b_1	9
dfxtp_1	5
o21ai_0	2
nand2_1	2
mux2_2	7
ha_1	2
nor2_1	2
buf_6	2
mux2_4	2
## through the flow
step | instance area, sq um | power, mW | utilization (%) | instances
6_report | 1831 | 1.163 | 49.26 | 155
5_1_grt | 1831 | 1.195 | 49.26 | 155
4_1_cts | 1831 | 1.169 | 49.26 | 155
3_5_place_dp | 1697 | 0.6447 | 45.66 | 147
3_3_place_gp | 1697 | 0.6447 | 45.66 | 147
2_1_floorplan | 1564 | 0.6447 | - | 91
## worst max-delay path, cell delays in order (launching register included)
cell,delay [ns]
dfxtp_1,0.83
nand2b_1,0.18
o2bb2ai_1,0.43
buf_4,0.26
## path summary, 6_finish.rpt
check | startpoint | to | slack (ns) | depth (start not counted)
max | current_state[4]$_DFF_P_ | REG[9]$_DFFE_PP_ | 0.92 | 3
min | REG[5]$_DFFE_PP_ | Q_tmp[4]$_DFFE_PP_ | 0.48 | 0
max reg2reg | current_state[4]$_DFF_P_ | REG[9]$_DFFE_PP_ | 0.92 | 3
min reg2reg | REG[5]$_DFFE_PP_ | Q_tmp[4]$_DFFE_PP_ | 0.48 | 0
## cells by family after synthesis
family	after synthesis	synth area share, %
compound gates	4	1.680
xor+xnor	1	0.5601
fa+ha+maj	2	1.600
buf+inv	6	2.400
flops	41	75.52
mux	9	6.960
simple gates	28	11.28
## flip-flops by register name, indices dropped and copies added (netlist names)
name and count:
REG 13, result_o 8, A_tmp 6, Q_tmp 6
current_state 5, count 3
Power figures rest on the tool's default switching activity, not on a simulated workload.
